==> /design/flow/design.v <==
module adder_4_bit (
	input [3:0] a,  
	output wire [2:0] out_result
	); 
	assign out_result = a[0] + a[1] + a[2] + a[3];
endmodule
module sum_tree(
  input [127:0] in_vector,
  output [7:0] out_sum
);
	 wire [3:0] a0 = in_vector[127:124];
	 wire [2:0] s0;
	 wire [3:0] a1 = in_vector[123:120];
	 wire [2:0] s1;
	 wire [3:0] a2 = in_vector[119:116];
	 wire [2:0] s2;
	 wire [3:0] a3 = in_vector[115:112];
	 wire [2:0] s3;
	 wire [3:0] a4 = in_vector[111:108];
	 wire [2:0] s4;
	 wire [3:0] a5 = in_vector[107:104];
	 wire [2:0] s5;
	 wire [3:0] a6 = in_vector[103:100];
	 wire [2:0] s6;
	 wire [3:0] a7 = in_vector[99:96];
	 wire [2:0] s7;
	 wire [3:0] a8 = in_vector[95:92];
	 wire [2:0] s8;
	 wire [3:0] a9 = in_vector[91:88];
	 wire [2:0] s9;
	 wire [3:0] a10 = in_vector[87:84];
	 wire [2:0] s10;
	 wire [3:0] a11 = in_vector[83:80];
	 wire [2:0] s11;
	 wire [3:0] a12 = in_vector[79:76];
	 wire [2:0] s12;
	 wire [3:0] a13 = in_vector[75:72];
	 wire [2:0] s13;
	 wire [3:0] a14 = in_vector[71:68];
	 wire [2:0] s14;
	 wire [3:0] a15 = in_vector[67:64];
	 wire [2:0] s15;
	 wire [3:0] a16 = in_vector[63:60];
	 wire [2:0] s16;
	 wire [3:0] a17 = in_vector[59:56];
	 wire [2:0] s17;
	 wire [3:0] a18 = in_vector[55:52];
	 wire [2:0] s18;
	 wire [3:0] a19 = in_vector[51:48];
	 wire [2:0] s19;
	 wire [3:0] a20 = in_vector[47:44];
	 wire [2:0] s20;
	 wire [3:0] a21 = in_vector[43:40];
	 wire [2:0] s21;
	 wire [3:0] a22 = in_vector[39:36];
	 wire [2:0] s22;
	 wire [3:0] a23 = in_vector[35:32];
	 wire [2:0] s23;
	 wire [3:0] a24 = in_vector[31:28];
	 wire [2:0] s24;
	 wire [3:0] a25 = in_vector[27:24];
	 wire [2:0] s25;
	 wire [3:0] a26 = in_vector[23:20];
	 wire [2:0] s26;
	 wire [3:0] a27 = in_vector[19:16];
	 wire [2:0] s27;
	 wire [3:0] a28 = in_vector[15:12];
	 wire [2:0] s28;
	 wire [3:0] a29 = in_vector[11:8];
	 wire [2:0] s29;
	 wire [3:0] a30 = in_vector[7:4];
	 wire [2:0] s30;
	 wire [3:0] a31 = in_vector[3:0];
	 wire [2:0] s31;
	 wire [3:0] ss0 = s0 + s1;
	 wire [3:0] ss1 = s2 + s3;
	 wire [3:0] ss2 = s4 + s5;
	 wire [3:0] ss3 = s6 + s7;
	 wire [3:0] ss4 = s8 + s9;
	 wire [3:0] ss5 = s10 + s11;
	 wire [3:0] ss6 = s12 + s13;
	 wire [3:0] ss7 = s14 + s15;
	 wire [3:0] ss8 = s16 + s17;
	 wire [3:0] ss9 = s18 + s19;
	 wire [3:0] ss10 = s20 + s21;
	 wire [3:0] ss11 = s22 + s23;
	 wire [3:0] ss12 = s24 + s25;
	 wire [3:0] ss13 = s26 + s27;
	 wire [3:0] ss14 = s28 + s29;
	 wire [3:0] ss15 = s30 + s31;
	 wire [4:0] sss0 = ss0 + ss1;
	 wire [4:0] sss1 = ss2 + ss3;
	 wire [4:0] sss2 = ss4 + ss5;
	 wire [4:0] sss3 = ss6 + ss7;
	 wire [4:0] sss4 = ss8 + ss9;
	 wire [4:0] sss5 = ss10 + ss11;
	 wire [4:0] sss6 = ss12 + ss13;
	 wire [4:0] sss7 = ss14 + ss15;
	 wire [5:0] ssss0 = sss0 + sss1;
	 wire [5:0] ssss1 = sss2 + sss3;
	 wire [5:0] ssss2 = sss4 + sss5;
	 wire [5:0] ssss3 = sss6 + sss7;
	 wire [6:0] sssss0 = ssss0 + ssss1;
	 wire [6:0] sssss1 = ssss2 + ssss3;
	 assign out_sum = sssss0 + sssss1;
	 adder_4_bit adder0 (.a(a0),
			 .out_result(s0));
	 adder_4_bit adder1 (.a(a1),
			 .out_result(s1));
	 adder_4_bit adder2 (.a(a2),
			 .out_result(s2));
	 adder_4_bit adder3 (.a(a3),
			 .out_result(s3));
	 adder_4_bit adder4 (.a(a4),
			 .out_result(s4));
	 adder_4_bit adder5 (.a(a5),
			 .out_result(s5));
	 adder_4_bit adder6 (.a(a6),
			 .out_result(s6));
	 adder_4_bit adder7 (.a(a7),
			 .out_result(s7));
	 adder_4_bit adder8 (.a(a8),
			 .out_result(s8));
	 adder_4_bit adder9 (.a(a9),
			 .out_result(s9));
	 adder_4_bit adder10 (.a(a10),
			 .out_result(s10));
	 adder_4_bit adder11 (.a(a11),
			 .out_result(s11));
	 adder_4_bit adder12 (.a(a12),
			 .out_result(s12));
	 adder_4_bit adder13 (.a(a13),
			 .out_result(s13));
	 adder_4_bit adder14 (.a(a14),
			 .out_result(s14));
	 adder_4_bit adder15 (.a(a15),
			 .out_result(s15));
	 adder_4_bit adder16 (.a(a16),
			 .out_result(s16));
	 adder_4_bit adder17 (.a(a17),
			 .out_result(s17));
	 adder_4_bit adder18 (.a(a18),
			 .out_result(s18));
	 adder_4_bit adder19 (.a(a19),
			 .out_result(s19));
	 adder_4_bit adder20 (.a(a20),
			 .out_result(s20));
	 adder_4_bit adder21 (.a(a21),
			 .out_result(s21));
	 adder_4_bit adder22 (.a(a22),
			 .out_result(s22));
	 adder_4_bit adder23 (.a(a23),
			 .out_result(s23));
	 adder_4_bit adder24 (.a(a24),
			 .out_result(s24));
	 adder_4_bit adder25 (.a(a25),
			 .out_result(s25));
	 adder_4_bit adder26 (.a(a26),
			 .out_result(s26));
	 adder_4_bit adder27 (.a(a27),
			 .out_result(s27));
	 adder_4_bit adder28 (.a(a28),
			 .out_result(s28));
	 adder_4_bit adder29 (.a(a29),
			 .out_result(s29));
	 adder_4_bit adder30 (.a(a30),
			 .out_result(s30));
	 adder_4_bit adder31 (.a(a31),
			 .out_result(s31));
endmodule
==> /design/flow/run.sh <==
#!/bin/bash
# OpenROAD 26Q1-2900-gdf79404cd8, Yosys 0.63+post, stock flow scripts
make -C /OpenROAD-flow-scripts/flow DESIGN_CONFIG=/design/flow/config.mk WORK_HOME=/design/flow/orfs finish
==> /design/flow/config.mk <==
export PLATFORM = sky130hd
export DESIGN_NAME = sum_tree
export DESIGN_NICKNAME = sum_tree
export VERILOG_FILES = /design/flow/design.v
export SDC_FILE = /design/flow/constraint.sdc
export NUM_CORES = 4
export LEC_CHECK = 1
export CORE_UTILIZATION = 30
==> /design/flow/constraint.sdc <==
current_design sum_tree

set clk_period 16.4
set clk_io_pct 0.2

create_clock -name clk0 -period $clk_period

set non_clock_inputs [all_inputs -no_clocks]
set_input_delay [expr $clk_period * $clk_io_pct] -clock clk0 $non_clock_inputs
set_output_delay [expr $clk_period * $clk_io_pct] -clock clk0 [all_outputs]
==> run summary <==
fresh numbers from the pnr run: CP Data Arrival Time=around 11 ns, number of flip-flops and latches=0, total length of routed wires=about 7400 µm, buffers inserted during post-CTS setup optimization=0, Max Fanout on Critical Path=3, Setup Total Neg Slack=0 ns, register area share after synthesis=0%, initial antenna violation count=0, max-slew violations=0, smallest setup slack after layout=about 2.3 ns, mux share of post-synthesis cell area=0%, Placement Rows=around 45, worst hold margin=approximately 8 ns, slew at the pin with the worst max-slew slack=between 0.3 and 0.4 ns, Top delay family on crit path=adder cells, detailed-route wire length per cell=9.33 µm, yosys aoi share=under 10%, number of different library cells in the post-synthesis netlist=20, top logic cell family in the synthesized netlist=adder cells, Critical Path End Type=output pin, # DRC=0, cell area after synthesis=between 4000 and 5000 µm², number of nets with antenna violations after routing=0, Slowest cell on crit path=clkdlybuf4s50_1, Vert. Die Dim=about 130 µm, via count normalized by instance count=~3.9, Core Area=approximately 15000 µm², die extent in x=about 130 µm, worst min-delay path startpoint=in_vector[3], area of the chip=approximately 16000 µm², CP Data Required Time=around 13 ns, RePlAce Congestion=slightly above 0.8, hold worst-path end=out_sum[0], synthesis-to-layout area growth=34.5%, fraction of layout cells with a size suffix above 1=less than 1%, vias in the first global route=roughly 3600, number of endpoints failing setup at the final stage=0, number of buffers and inverters on the critical path=8, unrepaired setup endpoints after global routing=false, startpoint kind of the worst setup timing path=input pin, YS chip area=between 4000 and 5000 µm², most frequent cell on the critical path=fa_1, run status=complete, no violations, number of logged tool warnings=34, share of the clock period used by the worst path=85.7%, biggest cell delay along the critical path=approximately 0.55 ns, simple-gate share of the synthesized area=less than 1%, Hold Vio Cnt, Final=0, post-place setup slack=approximately 2.3 ns, mean instance size in the synthesized netlist=9.73 µm², global routing usage summed across all routing layers=between 10 and 15%, clock period minus worst slack=14.06 ns, number of clock-tree buffers in the layout=0, TritonRoute pass-1 iters=3, total of hold buffers inserted after clock tree synthesis=0, max-slew headroom at the worst pin=77.1%, fraction of synthesized cell area in xor and xnor cells=less than 1%, count of vias placed by the detailed router=slightly above 3000, instance count of the mapped netlist=around 480, class of the tightest hold or removal check=in -> out, largest net degree at the start of global routing=8, diode count=0, First DRT Iteration DRCs=~41, # Cells Yosys=approximately 480, sum of net half-perimeters after detailed placement=7680 µm, final global-route overflow total=0, buffers added on ports=136, chain of cells forming the critical path=clkdlybuf4s50_1 > ha_1 > fa_1 > ha_1 > inv_1 > fa_1 > inv_1 > fa_1 > fa_1 > inv_1 > fa_1 > inv_1 > fa_1 > fa_1 > fa_1 > inv_1 > fa_1 > inv_1 > fa_1 > a211oi_1 > nor4_1 > a2111oi_2 > clkdlybuf4s50_1, max capacitance violation total=0, Max Fclk=a little over 0.07 GHz, Hold Crit Depth=6, boundary pin count=between 100 and 150, category of the most critical setup path=in -> out, number of instances resized during post-cts repair=0, FA/HA/MAJ Cells, Area Fraction=between 70% and 80%, Init Core Util=a little over 30%, first-pass GRT wire length=around 14000 µm, sequential cell area=0 µm², Yosys warning count=0
==> cell type report <==
class              instances  area, µm²
repair buffers           136       1360
fillers                 1420       8930
multi-input cells        232       3710
well taps                188        235
inverters                242        908
==> synthesized netlist by cell type <==
| master | n | area share (%) |
|---|---|---|
| xnor2_1 | 2 | 0.38 |
| xor2_1 | 1 | 0.19 |
| a31oi_1 | 1 | 0.14 |
| nor2_1 | 1 | 0.081 |
| nor3b_1 | 2 | 0.32 |
| ha_1 | 86 | 23 |
| a211oi_1 | 2 | 0.32 |
| clkbuf_1 | 1 | 0.081 |
| o21ai_0 | 3 | 0.32 |
| or4b_1 | 1 | 0.22 |
| inv_1 | 242 | 20 |
| o211a_1 | 1 | 0.22 |
| nand3b_1 | 1 | 0.16 |
| a21o_1 | 2 | 0.32 |
| o31ai_1 | 1 | 0.16 |
| nor4_1 | 1 | 0.14 |
| a21oi_1 | 2 | 0.22 |
| a2111oi_2 | 1 | 0.32 |
| o2111ai_1 | 1 | 0.19 |
| fa_1 | 123 | 53 |
==> cell usage in the layout (no fill, tap or decap), types with 2 or more instances in the layout <==
master,n
inv_1,242
nor3b_1,2
clkdlybuf4s50_1,136
a21o_1,2
a211oi_1,2
fa_1,123
a21oi_1,2
ha_1,86
o21ai_0,3
xnor2_1,2
==> kinds of logic (layout without fill, tap and decap cells) <==
group | count (synthesis) | in the layout
and+or+nand+nor | 6 | 6
AOI/OAI and AO/OA | 14 | 14
adders and majority gates | 209 | 209
buffers and inverters | 243 | 378
xor gates and xnor gates | 3 | 3
==> through the flow <==
step,std cells,utilization (%),cell area [µm²]
after detailed placement,798,41.0,6210
final,798,41.0,6210
after CTS,798,41.0,6210
after floorplan,475,-,4620
after global routing,798,41.0,6210
after global placement,798,41.0,6210
==> worst min-delay path, cell delays in order <==
cell and delay [ns]:
clkdlybuf4s50_1 0.39, inv_1 0.07, fa_1 0.16, inv_1 0.04
ha_1 0.28, clkdlybuf4s50_1 0.40
==> worst max path at each step <==
stage / start / to / cells after the start
finish: in_vector[44] / out_sum[7] / 23
global route: in_vector[44] / out_sum[7] / 23
CTS: in_vector[44] / out_sum[7] / 23
==> layer usage <==
layer	vias up	wire length, µm	GRT usage [%]
met1	1474	3250	15.6
met3	4	376	1.56
met4	0	60	0.567
met2	66	3760	19.0
met5	-	0	0
li1	1568	-	-
