[flow/config.mk]
export PLATFORM = sky130hd
export DESIGN_NAME = control
export DESIGN_NICKNAME = control
export VERILOG_FILES = /design/flow/design.v
export SDC_FILE = /design/flow/constraint.sdc
export NUM_CORES = 4
export LEC_CHECK = 1
export CORE_AREA = 10 10 184 184
export DIE_AREA = 0 0 194 194
[flow/constraint.sdc]
current_design control

set clk_period 9.1
set clk_io_pct 0.2

create_clock -name clk0 -period $clk_period [get_ports {in_clk}]

set non_clock_inputs [all_inputs -no_clocks]
set_input_delay [expr $clk_period * $clk_io_pct] -clock clk0 $non_clock_inputs
set_output_delay [expr $clk_period * $clk_io_pct] -clock clk0 [all_outputs]
[flow/design.v]
module control(
  input in_clk,
  input in_wr_number_of_ones,
  input [7:0] in_searched_number_of_ones,
  input [7:0] in_hamming_weight,
  input [127:0] in_key_candidate,
  output [127:0] out_key
);
	reg [7:0] searched_number_of_ones = 8'd0;
	reg [127:0] candidate = 128'd0;
	always @(posedge in_clk)
	begin
		if (in_wr_number_of_ones == 1) begin
			 searched_number_of_ones <= in_searched_number_of_ones;
		end
		if (in_hamming_weight == searched_number_of_ones) begin
			candidate <= in_key_candidate;
		end
		else begin
			candidate <= 128'd0;
		end
	end
	assign out_key = candidate;
endmodule
[flow/run.sh]
#!/bin/bash
# OpenROAD 26Q1-2900-gdf79404cd8, Yosys 0.63+post, stock flow scripts
make -C /OpenROAD-flow-scripts/flow DESIGN_CONFIG=/design/flow/config.mk WORK_HOME=/design/flow/orfs finish
==> run notes <==
After detailed routing, the number of remaining DRC violations is 0. Per the synthesis report, the number of distinct cell types is 9. The number of maximum-capacitance violations recorded for the run is 0.

Setup repair after global routing left no endpoint under its margin. Yosys warning tally: 1. According to the timing report, the arrival time at the worst endpoint equals 3880 ps.

The average vias per placed instance is 3.23. The data required time at the worst endpoint was 9370 ps; the worst IR drop on VDD was 0.0000937 V. OpenROAD emitted warnings numbering 25.

The final setup violation count came out at 0. The total leakage power is 3.15 nW. For this design, the sink count on the clock tree is 136.

Summed negative setup slack over all endpoints: 0 ps. TritonCTS built the clock tree. The script computed a power per unit cell area of 178 nW/um^2. The part of the total power dissipated in sequential elements was 0.436; the global-route wire length before repair was 22700 um. The logs give 0 for the number of failing hold endpoints at the final stage and 0 for the number of pins exceeding their max-slew limit in the final report.

The global-route usage over all layers is 0.0776. CTS reports a maximum clock tree buffer depth of 2. With the switching portion of total power at 0.227, the number of cells produced by synthesis is 430. As reported, the later end of the worst-skew pair has a clock insertion delay of 420 ps. With the worst-path maximum fanout at 66, the die outline area is 37600 um^2. The run gives 3568 as the via total after detailed routing.

The path category of the worst min-delay check was reg -> reg. The worst setup path is captured at a flip-flop. The count of routing violations after the opening detailed-route iteration is 61.

The combinational share of power was 0.079; the HPWL reported at the end of detailed placement was 11500 um. The detail-routed net length per standard cell was 13.7 um. Entering global routing, the biggest net connects 67 pins.

The final critical-path share of the clock period was 0.397; the part of the power in the clock network was 0.485. The floorplan die width works out to 194 um. At the pin with the least slew margin, the transition time is 726 ps. The area of the synthesized netlist per yosys stat is 4220 um^2. The number of placement rows was 63; the number of global-route vias before repair was 3651. Height of the chip: 194 um. The number of placed I/O pins was 274; the core box area was 29800 um^2. Clock tree synthesis selected as its root buffer the cell sky130_fd_sc_hd__clkbuf_16. The number of iterations in the first detailed-routing pass came out at 4. In this run, synthesis produced a sequential element count of 136. The fraction of final layout cells with drive strength greater than 1 is 0.0520.

The upper clock frequency limit is 277 MHz. The synthesized area per cell is 9.82 um^2. Summed over all nets, the switching power comes to 0.000317 W.

The routability congestion estimate from global placement is 0.761. Type of the setup path with the least slack: in -> reg. The total internal power is 0.00108 W. Counting the fill cells in the layout gives 3132.

The logs give 1103 for the filler-free cell count of the finished design and 0.664 for the part of the Yosys area used for sequential elements. The mapped netlist covers 4220 um^2. The flow ran to the end, and the final reports show no timing, DRC or antenna violations. For the post-placement cell count, the log shows 1070.

The tools report the starting utilization of the core area as 0.142. The category of the worst setup path launch point was a primary input. In this run the post-CTS setup repair buffer count came out at 0. The post-cts repair resize count was 0; the clock input transition at the sequential cells of the worst setup and hold paths was 60 ps. Once detail routing completed, the nets flagged for antenna violations numbered 0. The number of hold buffers added after CTS was 0.

The total overflow left after global routing is 0. The post-layout minimum cycle time works out to 3610 ps. For the worst clock skew, the log shows 9.66 ps. The core occupancy in the finished layout was 0.263; the number of cells in Yosys stat was 430.

For the number of antenna violations at the first check in global routing, the log shows 1. The CTS report gives the tree buffer count as 17. The total of buffers placed on input and output ports was 273; the depth of the CTS H-tree was 4.

The area growth from synthesis to layout is 85.8%. Wires add up to 15100 um. Relative slew slack: 0.516.
power groups by stage:
stage         clock (W)  sequential, W  combinational (W)
CTS            0.000708       0.000608           0.000112
global route   0.000733       0.000609           0.000121
finish         0.000677       0.000609           0.000110
cell usage after synthesis:
| library cell | count | area share |
|---|---|---|
| sky130_fd_sc_hd__buf_6 | 12 | 0.032 |
| sky130_fd_sc_hd__xnor2_1 | 8 | 0.017 |
| sky130_fd_sc_hd__buf_2 | 15 | 0.018 |
| sky130_fd_sc_hd__buf_4 | 1 | 0.0018 |
| sky130_fd_sc_hd__nor3_1 | 128 | 0.15 |
| sky130_fd_sc_hd__dfxtp_1 | 128 | 0.61 |
| sky130_fd_sc_hd__inv_1 | 128 | 0.11 |
| sky130_fd_sc_hd__nand4_1 | 2 | 0.0030 |
| sky130_fd_sc_hd__edfxtp_1 | 8 | 0.057 |
routing by layer:
metal  up-vias  track usage  part of all wire
li1       1835            -                 -
met1      1570       0.0906              0.40
met2       148        0.131              0.49
met3        13       0.0348             0.093
met4         2       0.0108             0.015
met5         -            0           0.00086
state kept, by name, indices dropped and copies added, names as in the netlist:
signal / count
searched_number_of_ones: 8
candidate: 128
layout by cell type (no fill, tap or decap), drive strengths merged:
master         synthesis  routed
buf                   28       5
bufinv                 0       2
clkbuf                 0      17
clkdlybuf4s50          0     273
clkinv                 0      11
clkinvlp               0       1
dfxtp                128     128
diode                  0       1
edfxtp                 8       8
inv                  128     129
nand4                  2       2
nor3                 128     128
xnor2                  8       8
cell type report:
cell class | count | area [um^2] | area share
clock inverter | 15 | 154 | 0.0196
antenna | 1 | 2.50 | 0.000319
sequential | 136 | 2800 | 0.357
multi-input combinational | 138 | 723 | 0.0922
tap | 390 | 488 | 0.0622
clock buffer | 17 | 425 | 0.0542
inverter | 128 | 480 | 0.0612
timing repair buffer | 278 | 2770 | 0.353
logic make-up (layout without fill, tap and decap cells):
| family | count (synthesis) | count (layout) | synth area share |
|---|---|---|---|
| other | 0 | 1 | 0 |
| XOR/XNOR | 8 | 8 | 0.0166 |
| AND/OR/NAND/NOR | 130 | 130 | 0.155 |
| flip-flops | 136 | 136 | 0.664 |
| buffers and inverters | 156 | 438 | 0.165 |
worst max-delay path: stages:
cell and delay (ps):
sky130_fd_sc_hd__clkdlybuf4s50_1 420, sky130_fd_sc_hd__xnor2_1 130, sky130_fd_sc_hd__nand4_1 90, sky130_fd_sc_hd__buf_4 560, sky130_fd_sc_hd__buf_4 690, sky130_fd_sc_hd__nor3_1 110
stage by stage:
stage / worst slack [ps] / total power, W / hold slack (ps) / cell area (um^2)
after floorplan: 6510 / 0.000663 / 717 / 4220
after global placement: 5060 / 0.000733 / 1030 / 7260
after detailed placement: 5030 / 0.000733 / 1050 / 7260
after CTS: 5490 / 0.00143 / 1060 / 7840
after global routing: 5310 / 0.00146 / 1120 / 7840
final: 5490 / 0.00140 / 1030 / 7850
path summary, 6_finish.rpt:
kind | endpoint | startpoint | cells after the start | slack [ps]
setup reg to reg | candidate[60] | searched_number_of_ones[0] | 5 | 6910
setup / recovery | candidate[60] | in_hamming_weight[0] | 6 | 5490
hold / removal | candidate[51] | searched_number_of_ones[7] | 4 | 1030
hold reg to reg | candidate[51] | searched_number_of_ones[7] | 4 | 1030
Power is estimated from default activity; no workload was simulated.
