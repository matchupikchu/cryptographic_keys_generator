===== flow/run.sh =====
#!/bin/bash
# OpenROAD 26Q1-2900-gdf79404cd8, Yosys 0.63+post, stock flow scripts
make -C /OpenROAD-flow-scripts/flow DESIGN_CONFIG=/design/flow/config.mk WORK_HOME=/design/flow/orfs finish

===== flow/config.mk =====
export PLATFORM = sky130hd
export DESIGN_NAME = keys_generator
export DESIGN_NICKNAME = keys_generator
export VERILOG_FILES = /design/flow/design.v
export SDC_FILE = /design/flow/constraint.sdc
export NUM_CORES = 4
export LEC_CHECK = 1
export CORE_UTILIZATION = 40

===== flow/constraint.sdc =====
current_design keys_generator

set clk_period 6.8
set clk_io_pct 0.2

create_clock -name clk0 -period $clk_period [get_ports {in_clk}]

set non_clock_inputs [all_inputs -no_clocks]
set_input_delay [expr $clk_period * $clk_io_pct] -clock clk0 $non_clock_inputs
set_output_delay [expr $clk_period * $clk_io_pct] -clock clk0 [all_outputs]

===== flow/design.v =====
module keys_generator(
  input in_clk,
  input in_stop,
  input in_wr_seed,
  input [127:0] in_seed,
  output [127:0] out_LFSR 
);
	reg [127:0] LFSR = 128'd0;
	wire feedback = out_LFSR[127];
	always @(posedge in_clk)
	begin
		 if (in_wr_seed == 1) begin
			 LFSR <= in_seed;
		 end
		 else begin
			 if (in_stop == 0) begin
				 LFSR[0] <= feedback;
				 LFSR[1] <= LFSR[0];
				 LFSR[2] <= LFSR[1];
				 LFSR[3] <= LFSR[2];
				 LFSR[4] <= LFSR[3];
				 LFSR[5] <= LFSR[4] ^ feedback;
				 LFSR[6] <= LFSR[5] ^ feedback;
				 LFSR[7] <= LFSR[6];
				 LFSR[8] <= LFSR[7];
				 LFSR[9] <= LFSR[8] ^ feedback;
				 LFSR[10] <= LFSR[9];
				 LFSR[11] <= LFSR[10] ^ feedback;
				 LFSR[12] <= LFSR[11] ^ feedback;
				 LFSR[13] <= LFSR[12];
				 LFSR[14] <= LFSR[13];
				 LFSR[15] <= LFSR[14] ^ feedback;
				 LFSR[16] <= LFSR[15];
				 LFSR[17] <= LFSR[16];
				 LFSR[18] <= LFSR[17] ^ feedback;
				 LFSR[19] <= LFSR[18] ^ feedback;
				 LFSR[20] <= LFSR[19] ^ feedback;
				 LFSR[21] <= LFSR[20];
				 LFSR[22] <= LFSR[21] ^ feedback;
				 LFSR[23] <= LFSR[22];
				 LFSR[24] <= LFSR[23];
				 LFSR[25] <= LFSR[24] ^ feedback;
				 LFSR[26] <= LFSR[25];
				 LFSR[27] <= LFSR[26] ^ feedback;
				 LFSR[28] <= LFSR[27] ^ feedback;
				 LFSR[29] <= LFSR[28] ^ feedback;
				 LFSR[30] <= LFSR[29];
				 LFSR[31] <= LFSR[30] ^ feedback;
				 LFSR[32] <= LFSR[31] ^ feedback;
				 LFSR[33] <= LFSR[32];
				 LFSR[34] <= LFSR[33] ^ feedback;
				 LFSR[35] <= LFSR[34] ^ feedback;
				 LFSR[36] <= LFSR[35];
				 LFSR[37] <= LFSR[36];
				 LFSR[38] <= LFSR[37];
				 LFSR[39] <= LFSR[38] ^ feedback;
				 LFSR[40] <= LFSR[39] ^ feedback;
				 LFSR[41] <= LFSR[40];
				 LFSR[42] <= LFSR[41];
				 LFSR[43] <= LFSR[42];
				 LFSR[44] <= LFSR[43];
				 LFSR[45] <= LFSR[44];
				 LFSR[46] <= LFSR[45];
				 LFSR[47] <= LFSR[46] ^ feedback;
				 LFSR[48] <= LFSR[47] ^ feedback;
				 LFSR[49] <= LFSR[48];
				 LFSR[50] <= LFSR[49] ^ feedback;
				 LFSR[51] <= LFSR[50];
				 LFSR[52] <= LFSR[51];
				 LFSR[53] <= LFSR[52] ^ feedback;
				 LFSR[54] <= LFSR[53] ^ feedback;
				 LFSR[55] <= LFSR[54] ^ feedback;
				 LFSR[56] <= LFSR[55];
				 LFSR[57] <= LFSR[56] ^ feedback;
				 LFSR[58] <= LFSR[57] ^ feedback;
				 LFSR[59] <= LFSR[58];
				 LFSR[60] <= LFSR[59] ^ feedback;
				 LFSR[61] <= LFSR[60];
				 LFSR[62] <= LFSR[61] ^ feedback;
				 LFSR[63] <= LFSR[62] ^ feedback;
				 LFSR[64] <= LFSR[63] ^ feedback;
				 LFSR[65] <= LFSR[64] ^ feedback;
				 LFSR[66] <= LFSR[65];
				 LFSR[67] <= LFSR[66] ^ feedback;
				 LFSR[68] <= LFSR[67] ^ feedback;
				 LFSR[69] <= LFSR[68];
				 LFSR[70] <= LFSR[69] ^ feedback;
				 LFSR[71] <= LFSR[70];
				 LFSR[72] <= LFSR[71] ^ feedback;
				 LFSR[73] <= LFSR[72] ^ feedback;
				 LFSR[74] <= LFSR[73] ^ feedback;
				 LFSR[75] <= LFSR[74] ^ feedback;
				 LFSR[76] <= LFSR[75];
				 LFSR[77] <= LFSR[76] ^ feedback;
				 LFSR[78] <= LFSR[77] ^ feedback;
				 LFSR[79] <= LFSR[78] ^ feedback;
				 LFSR[80] <= LFSR[79];
				 LFSR[81] <= LFSR[80] ^ feedback;
				 LFSR[82] <= LFSR[81];
				 LFSR[83] <= LFSR[82] ^ feedback;
				 LFSR[84] <= LFSR[83];
				 LFSR[85] <= LFSR[84];
				 LFSR[86] <= LFSR[85];
				 LFSR[87] <= LFSR[86];
				 LFSR[88] <= LFSR[87] ^ feedback;
				 LFSR[89] <= LFSR[88];
				 LFSR[90] <= LFSR[89];
				 LFSR[91] <= LFSR[90];
				 LFSR[92] <= LFSR[91];
				 LFSR[93] <= LFSR[92] ^ feedback;
				 LFSR[94] <= LFSR[93] ^ feedback;
				 LFSR[95] <= LFSR[94];
				 LFSR[96] <= LFSR[95];
				 LFSR[97] <= LFSR[96];
				 LFSR[98] <= LFSR[97] ^ feedback;
				 LFSR[99] <= LFSR[98] ^ feedback;
				 LFSR[100] <= LFSR[99] ^ feedback;
				 LFSR[101] <= LFSR[100] ^ feedback;
				 LFSR[102] <= LFSR[101];
				 LFSR[103] <= LFSR[102] ^ feedback;
				 LFSR[104] <= LFSR[103] ^ feedback;
				 LFSR[105] <= LFSR[104];
				 LFSR[106] <= LFSR[105] ^ feedback;
				 LFSR[107] <= LFSR[106];
				 LFSR[108] <= LFSR[107] ^ feedback;
				 LFSR[109] <= LFSR[108];
				 LFSR[110] <= LFSR[109] ^ feedback;
				 LFSR[111] <= LFSR[110];
				 LFSR[112] <= LFSR[111] ^ feedback;
				 LFSR[113] <= LFSR[112];
				 LFSR[114] <= LFSR[113] ^ feedback;
				 LFSR[115] <= LFSR[114] ^ feedback;
				 LFSR[116] <= LFSR[115] ^ feedback;
				 LFSR[117] <= LFSR[116] ^ feedback;
				 LFSR[118] <= LFSR[117] ^ feedback;
				 LFSR[119] <= LFSR[118];
				 LFSR[120] <= LFSR[119] ^ feedback;
				 LFSR[121] <= LFSR[120];
				 LFSR[122] <= LFSR[121] ^ feedback;
				 LFSR[123] <= LFSR[122] ^ feedback;
				 LFSR[124] <= LFSR[123];
				 LFSR[125] <= LFSR[124];
				 LFSR[126] <= LFSR[125] ^ feedback;
				 LFSR[127] <= LFSR[126];
			 end
		end
	end
	assign out_LFSR = LFSR;
endmodule

==> impl_metrics.tcl <==
# place-and-route summary
set metrics [dict create \
    dieHeight_um 124 \
    post_cts_hold_buffer_count 0 \
    dp_hpwl_mm 10.4 \
    routed_via_density 4.77 \
    postSynth.asyncResetShare_pct 0 \
    setup_violations 0 \
    timing_max_transition_violations_final 0 \
    pin_count 259 \
    cts_setup_buffers 0 \
    max_freq_mhz 296 \
    period_minus_slack_ns 3.38 \
    outcome "complete, no violations" \
    root_buffer "sky130_fd_sc_hd__clkbuf_16" \
    clock_sinks 128 \
    transition_at_the_pin_with_the_smallest_max_transition_slack_ns 0.786 \
    synthesis.area_sq_um 5980 \
    grt_antenna_before_repair 0 \
    port_buffers 258 \
    crit_required_ns 6.95 \
    grt_setup_unrepaired "false" \
    cpMaxStageDelayCell "sky130_fd_sc_hd__buf_4" \
    diodes 0 \
    timing.critical_path.cells "buf_6 > buf_4 > buf_4 > mux2_2" \
    yosys.cell_types.count 14 \
    worst_slew_slack_as_a_fraction_of_its_limit_pct 47.6 \
    synth-edff-count 128 \
    fin_total_pwr_mw 2.37 \
    via_count 4152 \
    power-per-cell-area_nw_per_um2 259 \
    netlist_top_cells_area "sky130_fd_sc_hd__edfxtp_1 64%, sky130_fd_sc_hd__mux2_2 10%, sky130_fd_sc_hd__xnor2_1 9.8%" \
    post_cts.resized_instances 0 \
    regMostFlops "LFSR" \
    detailedPlace.worstSlack_ns 2.99 \
    yosys_synthesis_warning_count 1 \
    fin_ws_ns 3.42 \
    cp_slowest_stage_delay_ns 0.71 \
    timing.critical_path.fanout_max 70 \
    most_common_cell "sky130_fd_sc_hd__edfxtp_1" \
    firstDrtPassIters 4 \
    grt_pass1_wl_mm 23.8 \
    drt_first_iter_violations 206 \
    largest_net_degree_at_the_start_of_global_routing 71 \
    endpoint_kind "flop" \
    most_instantiated_flip_flop_cell_in_the_synthesis_netlist "sky130_fd_sc_hd__edfxtp_1" \
    gr-total-overflow 0 \
    gp_congestion 0.800 \
    cts_buffer_depth 2 \
    clock-skew-final_ns 0.00422 \
    worst-endpoint-arrival_ns 3.52 \
    cts_inserted_buffers 17 \
    ys_seq_elements 128 \
    whs_ns 0.570 \
    first_global_vias 4174 \
    min_period_over_period_pct 49.7 \
    finalHoldViolCount 0 \
    fp_util_pct 41.1 \
    timing.critical_path.max_delay_family "buffers and inverters" \
    synth_chip_area_sq_um 5980 \
    post-synth-top-area-fraction_pct 64.3 \
    grt_usage_pct 21.2 \
    finalCoreUtilization_pct 62.8 \
    setup_tns_ns 0 \
    synthesis.instances 422 \
    worstSetupStartpointType "input port" \
    static-leakage-power_nw 3.27 \
    total_die_size_sq_um 15400 \
    vdd_drop_max_mv 0.182 \
    final_layout_size_suffix_gt1_share_pct 13.3 \
    floorplan.core_area_sq_um 14500 \
    drt_wl_total_mm 15.1 \
    crit_type "in -> reg" \
    syn_to_final_growth_pct 52.8 \
    synthesis.area_per_instance_sq_um 14.2 \
    warnings 26 \
    timing.hold.worst.class "reg -> reg" \
    largest_register_ffs 128 \
    post-route-drc-count 0 \
    clock_pin_slew_of_the_registers_on_the_worst_case_setup_and_hold_paths_ns 0.05 \
    yosysSeqAreaShare_pct 64.3 \
    yosysCellCount 422 \
    cp_common_cell "sky130_fd_sc_hd__buf_4" \
    common_cells "128 x sky130_fd_sc_hd__edfxtp_1, 67 x sky130_fd_sc_hd__nand2_1, 67 x sky130_fd_sc_hd__xnor2_1" \
    floorplan.rows 44 \
    yosys.area.top_type "sky130_fd_sc_hd__edfxtp_1" \
    final.fill_count 1109 \
    clock_tree.htree_level_count 4 \
    clock_latency_on_the_worst_skew_pair_ns 0.40 \
    max_cap_viol_count 0 \
    detail-route-antenna-nets 0 \
    tritoncts "yes" \
    leading_registers_by_flop_count "LFSR: 128 flops" \
    timing.critical_path.buf_inv 3 \
    post_drt_wl_per_cell_um 17.3 \
    fp.dieW_um 124 \
]
-- per-layer routing --
layer,up-vias,part of all wire (%),track usage [%]
li1,2018,-,-
met4,0,1.1,2.13
met5,-,0,0
met2,194,46,30.7
met3,10,10,8.76
met1,1930,42,33.9
-- per-stage QoR --
stage	area, sq um	instances
final	9130	870
after global routing	9130	870
after CTS	9130	870
after detailed placement	8600	839
after global placement	8600	839
after floorplan	5980	422
-- final cells by class --
type                       count  area (sq um)  area share [%]
sequential                   128          3840            42.1
tap                          184           230            2.52
timing repair buffer         264          2630            28.8
multi-input combinational    263          1900            20.8
clock buffer                  20           437            4.78
clock inverter                11          97.6            1.07
-- cell families (layout without fill, tap and decap cells) --
family	count (synthesis)	after routing	synth area share [%]
DFF	128	128	64.3
and+or+nand+nor	68	68	4.31
muxes	61	61	11.9
AOI/OAI and AO/OA	67	67	5.61
xor gates and xnor gates	67	67	9.81
buffers and inverters	31	295	4.12
-- worst reg2reg max path, delay by kind of cell, from the launching register on --
family,cells,cell delay [ns]
buffers and inverters,2,1.10
AND-OR/OR-AND,1,0.12
flip-flops,1,0.35
XOR/XNOR,1,0.21
-- placed cells by master, fill, tap and decap left out --
cell type	instances
sky130_fd_sc_hd__o21ai_0	48
sky130_fd_sc_hd__nand2_1	67
sky130_fd_sc_hd__bufinv_16	2
sky130_fd_sc_hd__mux2_4	6
sky130_fd_sc_hd__o21ai_1	19
sky130_fd_sc_hd__xnor2_1	67
sky130_fd_sc_hd__clkbuf_16	17
sky130_fd_sc_hd__buf_6	1
sky130_fd_sc_hd__clkdlybuf4s50_1	257
sky130_fd_sc_hd__clkinv_1	6
sky130_fd_sc_hd__clkbuf_1	3
sky130_fd_sc_hd__nand2b_4	1
sky130_fd_sc_hd__edfxtp_1	128
sky130_fd_sc_hd__clkinv_2	3
sky130_fd_sc_hd__mux2_2	55
sky130_fd_sc_hd__buf_4	6
-- power by group --
part	total (mW)	internal, mW	leakage, nW	switching, mW
sequential	1.07	1.00	1.32	0.0631
clock	0.834	0.527	0.262	0.307
combinational	0.467	0.329	1.68	0.138
-- path summary, 6_finish.rpt --
| kind | end | start | cells after the start | slack [ns] |
|---|---|---|---|---|
| hold reg to reg | LFSR[125] | LFSR[124] | 1 | 0.57 |
| hold / removal | LFSR[125] | LFSR[124] | 1 | 0.57 |
| setup reg to reg | LFSR[35] | LFSR[127] | 4 | 4.74 |
| setup / recovery | LFSR[16] | in_wr_seed | 4 | 3.42 |
Power and IR drop assume default switching activity.
